==> ./design.v <==
module signed_shifter (i, D, Q);
input [3:0] i;
input [16:0] D;
output [16:0] Q;
reg [16:0] Q;
    always @(D or i) begin
        case (i)
            0: begin
                Q[16:0] = D[16:0];
            end
            1: begin
                Q[16-1:0] = D[16: 1];
                Q[16:16-1+1] = 1'b0;
            end
            2: begin
                Q[16-2:0] = D[16: 2];
                Q[16:16-2+1] = 2'b0;
            end
            3: begin
                Q[16-3:0] = D[16: 3];
                Q[16:16-3+1] = 3'b0;
            end
            4: begin
                Q[16-4:0] = D[16: 4];
                Q[16:16-4+1] = 4'b0;
            end
            5: begin
                Q[16-5:0] = D[16: 5];
                Q[16:16-5+1] = 5'b0;
            end
            6: begin
                Q[16-6:0] = D[16: 6];
                Q[16:16-6+1] = 6'b0;
            end
            7: begin
                Q[16-7:0] = D[16: 7];
                Q[16:16-7+1] = 7'b0;
            end
            8: begin
                Q[16-8:0] = D[16: 8];
                Q[16:16-8+1] = 8'b0;
            end
            9: begin
                Q[16-9:0] = D[16: 9];
                Q[16:16-9+1] = 9'b0;
            end
            10: begin
                Q[16-10:0] = D[16:10];
                Q[16:16-10+1] = 10'b0;
            end
            11: begin
                Q[16-11:0] = D[16:11];
                Q[16:16-11+1] = 11'b0;
            end
            12: begin
                Q[16-12:0] = D[16:12];
                Q[16:16-12+1] = 12'b0;
            end
            13: begin
                Q[16-13:0] = D[16:13];
                Q[16:16-13+1] = 13'b0;
            end
            14: begin
                Q[16-14:0] = D[16:14];
                Q[16:16-14+1] = 14'b0;
            end
            15: begin
                Q[16-15:0] = D[16:15];
                Q[16:16-15+1] = 15'b0;
            end
        endcase
    end
endmodule
module rotator (
    input clk,
    input rst,
    input init,
    input [3:0] interation,
    input [16:0] tangle,
    input [16:0] x_i,
    input [16:0] y_i,
    input [16:0] z_i,
    output [16:0] x_o,
    output [16:0] y_o,
    output [16:0] z_o);
reg [16:0] x_1;
reg [16:0] y_1;
reg [16:0] z_1;
wire [16:0] x_i_shifted;
wire [16:0] y_i_shifted;
signed_shifter x_shifter(interation, x_i, x_i_shifted);
signed_shifter y_shifter(interation, y_i, y_i_shifted);
    always @(posedge clk) begin
        if (rst) begin
            x_1 <= 0;
            y_1 <= 0;
            z_1 <= 0;
        end else begin
            if (init) begin
                x_1 <= x_i;
                y_1 <= y_i;
                z_1 <= z_i;
            end else if (z_i < 0) begin
                x_1 <= x_i + y_i_shifted;
                y_1 <= y_i + x_i_shifted;
                z_1 <= z_i + tangle;
            end
        end
    end
    assign x_o = x_1;
    assign y_o = y_1;
    assign z_o = z_1;
endmodule
module cordic (
    input clk_i,
    input reset_i,
    input init,
    input valid_i,
    output valid_o,
    input [16:0] x_i,
    input [16:0] y_i,
    input [16:0] z_i,
    output [16:0] x_o,
    output [16:0] y_o,
    output [16:0] z_o
);
wire [16:0] tanangle_values_0;
wire [16:0] tanangle_values_1;
wire [16:0] tanangle_values_2;
wire [16:0] tanangle_values_3;
wire [16:0] tanangle_values_4;
wire [16:0] tanangle_values_5;
wire [16:0] tanangle_values_6;
wire [16:0] tanangle_values_7;
wire [16:0] tanangle_values_8;
wire [16:0] tanangle_values_9;
wire [16:0] tanangle_values_10;
wire [16:0] tanangle_values_11;
wire [16:0] tanangle_values_12;
wire [16:0] tanangle_values_13;
wire [16:0] tanangle_values_14;
wire [16:0] tanangle_values_15;
reg [16:0] tanangle_of_iteration;
assign tanangle_values_0 = 17'd25735 ;    
assign tanangle_values_1 = 17'd15192;     
assign tanangle_values_2 = 17'd8027;      
assign tanangle_values_3 = 17'd4075;      
assign tanangle_values_4 = 17'd2045;      
assign tanangle_values_5 = 17'd1024;      
assign tanangle_values_6 = 17'd512;       
assign tanangle_values_7 = 17'd256;       
assign tanangle_values_8 = 17'd128;       
assign tanangle_values_9 = 17'd64;        
assign tanangle_values_10 = 17'd32;       
assign tanangle_values_11 = 17'd16;       
assign tanangle_values_12 = 17'd8;        
assign tanangle_values_13 = 17'd4;        
assign tanangle_values_14 = 17'd2;        
assign tanangle_values_15 = 17'd1;        
reg [3:0] interation;
    always @(interation or tanangle_values_0 or tanangle_values_1 or tanangle_values_2 or tanangle_values_3 or tanangle_values_4 or tanangle_values_5 or tanangle_values_6 or tanangle_values_7 or tanangle_values_8 or tanangle_values_9 or tanangle_values_10 or tanangle_values_11 or tanangle_values_12 or tanangle_values_13 or tanangle_values_14 or tanangle_values_15) begin
        case (interation)
            'd0:tanangle_of_iteration = tanangle_values_0; 
            'd1:tanangle_of_iteration = tanangle_values_1; 
            'd2:tanangle_of_iteration = tanangle_values_2; 
            'd3:tanangle_of_iteration = tanangle_values_3; 
            'd4:tanangle_of_iteration = tanangle_values_4; 
            'd5:tanangle_of_iteration = tanangle_values_5; 
            'd6:tanangle_of_iteration = tanangle_values_6; 
            'd7:tanangle_of_iteration = tanangle_values_7; 
            'd8:tanangle_of_iteration = tanangle_values_8; 
            'd9:tanangle_of_iteration = tanangle_values_9; 
            'd10:tanangle_of_iteration = tanangle_values_10; 
            'd11:tanangle_of_iteration = tanangle_values_11; 
            'd12:tanangle_of_iteration = tanangle_values_12; 
            'd13:tanangle_of_iteration = tanangle_values_13; 
            'd14:tanangle_of_iteration = tanangle_values_14; 
            default:tanangle_of_iteration = tanangle_values_15; 
        endcase
    end
    wire [16:0] x,y,z;
    assign x = init ? x_i : x_o;
    assign y = init ? y_i : y_o;
    assign z = init ? z_i : z_o;
    always @(posedge clk_i or posedge init) begin
        if (init) interation <= 0;
        else interation <= interation + 1;
    end
    rotator U (clk_i, reset_i, init, interation, tanangle_of_iteration, x, y, z, x_o, y_o, z_o);
initial begin
    integer idx;
    $dumpfile("dump.vcd");
    $dumpvars(1, cordic);
end
endmodule
==> ./run.sh <==
#!/bin/bash
# OpenROAD 26Q1-2900-gdf79404cd8, Yosys 0.63+post, stock flow scripts
make -C /OpenROAD-flow-scripts/flow DESIGN_CONFIG=/design/flow/config.mk WORK_HOME=/design/flow/orfs finish
==> ./config.mk <==
export PLATFORM = sky130hd
export DESIGN_NAME = cordic
export DESIGN_NICKNAME = cordic
export VERILOG_FILES = /design/flow/design.v
export SDC_FILE = /design/flow/constraint.sdc
export NUM_CORES = 4
export LEC_CHECK = 1
export CORE_UTILIZATION = 30
export SYNTH_HDL_FRONTEND = slang
==> ./constraint.sdc <==
current_design cordic

set clk_period 1.0
set clk_io_pct 0.2

create_clock -name clk0 -period $clk_period [get_ports {clk_i}]

set non_clock_inputs [all_inputs -no_clocks]
set_input_delay [expr $clk_period * $clk_io_pct] -clock clk0 $non_clock_inputs
set_output_delay [expr $clk_period * $clk_io_pct] -clock clk0 [all_outputs]
==> changes_impl.md <==
## Implementation

- Peak Freq: 1.08 GHz
- Die ar.: 6460 um^2
- Mean post-synth cell area: 11.0 um^2
- Vias per cell: 4.22
- Clock sink total: 51
- RSZ-0062 raised after global routing: false
- TNS Setup: 0 ns
- Remaining antenna violation count: 0
- Synth cell types: 9
- Crit path DRT: 0.80 ns
- PortBufs: 104
- Top Layout Cells: dfxtp_2, mux2i_1, nor2_1, clkdlybuf4s50_1, buf_2
- Area growth, synth to finish: 54.4%
- Row count: 28
- Critical Path Sink Type: output pin
- Cells after Synth: 167
- Pre-Place Util: 0.311
- Pre-CTS setup slack: -0.000387 ns
- Cells in synth_stat.txt: 167
- Synthesized area: 1840 um^2
- Yosys stat area: 1840 um^2
- Final Non-Filler Cells: 346
- Worst path max stage delay: 0.33 ns
- Crit Path Category: reg2out
- Dpl cells: 338
- First-pass GRT wire length: 6.29 mm
- DRT iter0 DRCs: 19
- Leak: 1.39 nW
- # IOs: 107
- Stage-log warning count: 26
- CTS tree: done
- 1st-pass router iterations: 4
- Crit start category: flip-flop
- HPWL Detailed: 2.78 mm
- CTS buffer count: 5
- Max-slew violations: 0
- Final setup fails: 0
- Final core occ: 0.481
- Die Span Y: 80.4 um
- Crit path max fanout: 2
- Final WL: 4.06 mm
- CTS Buffer Depth: 2
- CP arrival: 0.73 ns
- CTS H-Tree Depth: 2
- # DRC: 0
- # diodes: 0
- Max Cap Viol: 0
- Layout cell share with drive strength beyond 1: 0.428
- Clock skew: 0 ns
- Routed vias: 1461
- Bufs and invs on worst path: 1
- WL per Instance: 11.7 um
- Post-CTS Setup Bufs: 0
- Initial antenna violation count: 0
- Clock latency on the worst-skew pair: 0.29 ns
- Run status: complete, no violations
- Final Cycle Share: 0.927
- Minimum clock period: 0.927 ns
- Ys flops: 51
- Slowest CP cell: dfxtp_2
- Crit path cell chain: buf_2
- Vias in the first global route: 1385
- Peak supply drop: 0.000829 V
- GP Congestion: 0.703
- Clk root buf: clkbuf_8
- Final worst slack: 0.0732 ns
- Remaining Overflow, GRT: 0
- Total track usage: 0.125
- Die width: 80.4 um
- Delay-heaviest family, CP: flip-flops
- Largest net degree at the start of global routing: 52
- Post-synth seq share: 0.554
- Total Power: 4.09 mW
- Power Density: 1440 nW/um^2
- Synth warn: 1
- Final hold violation count: 0
- Worst-path clk slew: 0.09 ns
- Path type of the worst min-delay path: in2reg
- Core area: 5920 um^2
==> power breakdown <==
| part | internal [mW] | leakage [nW] | switching (mW) |
|---|---|---|---|
| sequential | 2.17 | 0.439 | 0.0512 |
| combinational | 0.400 | 0.901 | 0.194 |
| clock | 0.633 | 0.0515 | 0.638 |
| total | 3.21 | 1.39 | 0.883 |
==> synth_stat cells <==
library cell  count  share of area
clkbuf_1          5          0.010
conb_1            1         0.0020
dfxtp_1          51           0.55
mux2i_1          51           0.28
buf_8             5          0.041
buf_6             1         0.0061
clkbuf_2          1         0.0027
buf_4             1         0.0041
nor2_1           51           0.10
==> final cells by class <==
class | count | area, um^2
Fill cell | 600 | 3070
Tap cell | 75 | 93.8
Multi-Input combinational cell | 103 | 706
Clock buffer | 8 | 100
Sequential cell | 51 | 1080
Timing Repair Buffer | 109 | 863
==> cell families (layout without fill, tap and decap cells) <==
kind of cell           count (synthesis)  count (layout)  share of synthesized area
muxes                                 51              51                      0.277
DFF                                   51              51                      0.554
and+or+nand+nor                       51              51                      0.104
buffers and inverters                 13             117                     0.0638
other                                  1               1                    0.00203
==> per-stage QoR <==
stage,area [um^2],hold WS (ns)
detailed placement,2940,0.481
finish,2850,0.340
floorplan,1840,0.347
global route,2850,0.360
CTS,2870,0.345
global placement,2940,0.471
==> per-layer routing <==
layer	vias to the layer above	GRT usage	wire length (um)
li1	748	-	-
met1	644	0.171	1830
met3	7	0.0415	403
met2	62	0.199	1780
met4	0	0.0161	46
met5	-	0	0
==> final timing paths <==
check / slack [ns] / end / cells after the start / start
min reg2reg: 0.48 / U.z_o[11] / 2 / U.z_o[11]
max reg2reg: 0.37 / U.x_o[14] / 2 / U.x_o[14]
max: 0.07 / z_o[6] / 1 / U.z_o[6]
min: 0.34 / U.x_o[11] / 3 / reset_i
==> sequential cells by signal, summed over array words and instances (netlist names) <==
register and cells:
U.x_o 17, U.y_o 17, U.z_o 17
==> what timing repair did <==
item | CTS | global route
hold buffers | 0 | 0
gates cloned | 0 | 0
endpoints found under the setup margin | 51 | 5
gates resized | 199 | 5
Power is estimated from default activity; no workload was simulated.
